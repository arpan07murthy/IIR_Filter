==> flow/config.mk <==
export PLATFORM = sky130hd
export DESIGN_NAME = cascade_series
export DESIGN_NICKNAME = cascade_series
export VERILOG_FILES = /design/flow/design.v
export SDC_FILE = /design/flow/constraint.sdc
export NUM_CORES = 4
export LEC_CHECK = 1
export CORE_UTILIZATION = 30
==> flow/constraint.sdc <==
current_design cascade_series

set clk_period 18.4
set clk_io_pct 0.2

create_clock -name clk0 -period $clk_period [get_ports {clk}]

set non_clock_inputs [all_inputs -no_clocks]
set_input_delay [expr $clk_period * $clk_io_pct] -clock clk0 $non_clock_inputs
set_output_delay [expr $clk_period * $clk_io_pct] -clock clk0 [all_outputs]
==> flow/design.v <==
module cascade_series #(
    parameter DATA_WIDTH=16,
    parameter COEFF_WIDTH=16
) (
    input wire clk,
    input wire rst,
    input signed [DATA_WIDTH-1:0] x_in,
    output signed [DATA_WIDTH-1:0] y_out,
    input signed [COEFF_WIDTH-1:0] b0_1, b1_1, b2_1, a1_1, a2_1,
    input signed [COEFF_WIDTH-1:0] b0_2, b1_2, b2_2, a1_2, a2_2
);
wire signed [DATA_WIDTH-1:0] stage1_out;
biquad_iir_df2t #(
    .DATA_WIDTH(DATA_WIDTH),
    .COEFF_WIDTH(COEFF_WIDTH)
) stage1 (
    .clk(clk), .rst(rst), .x_in(x_in),
    .b0(b0_1), .b1(b1_1), .b2(b2_1), .a1(a1_1), .a2(a2_1),
    .y_out(stage1_out)
);
biquad_iir_df2t #(
    .DATA_WIDTH(DATA_WIDTH),
    .COEFF_WIDTH(COEFF_WIDTH)
) stage2 (
    .clk(clk), .rst(rst), .x_in(stage1_out),
    .b0(b0_2), .b1(b1_2), .b2(b2_2), .a1(a1_2), .a2(a2_2),
    .y_out(y_out)
);
endmodule
module biquad_iir_df2t #(
    parameter DATA_WIDTH = 16,
    parameter COEFF_WIDTH = 16
) (
    input  wire                         clk,
    input  wire                         rst,
    input  wire signed [DATA_WIDTH-1:0] x_in,
    input  wire signed [COEFF_WIDTH-1:0] b0,
    input  wire signed [COEFF_WIDTH-1:0] b1,
    input  wire signed [COEFF_WIDTH-1:0] b2,
    input  wire signed [COEFF_WIDTH-1:0] a1,
    input  wire signed [COEFF_WIDTH-1:0] a2,
    output reg  signed [DATA_WIDTH-1:0] y_out
);
    reg signed [DATA_WIDTH+COEFF_WIDTH-1:0] s1, s2;
    reg signed [DATA_WIDTH+COEFF_WIDTH-1:0] y_temp;
    always @(posedge clk or posedge rst) begin
        if (rst) begin
            s1 <= 0;
            s2 <= 0;
            y_out <= 0;
        end else begin
            y_temp = (b0 * x_in) + s1;
            y_out <= y_temp >>> COEFF_WIDTH;  
            s1 <= (b1 * x_in) - (a1 * y_temp) + s2;
            s2 <= (b2 * x_in) - (a2 * y_temp);
        end
    end
endmodule
==> flow/run.sh <==
#!/bin/bash
# OpenROAD 26Q1-2900-gdf79404cd8, Yosys 0.63+post, stock flow scripts
make -C /OpenROAD-flow-scripts/flow DESIGN_CONFIG=/design/flow/config.mk WORK_HOME=/design/flow/orfs finish
==> GITHUB_STEP_SUMMARY <==
## Implementation flow summary

| Metric | Value |
|---|---|
| TritonCTS Buffers | 25 |
| DR vias | ~76000 |
| Antenna-violating nets left | 0 |
| Dpl cells | between 15000 and 20000 |
| Most frequent cells in the layout | 3420 x inv_1, 3112 x fa_1, 1646 x nand2_1 |
| Yosys warns | 1 |
| Worst path max stage delay | around 760 ps |
| Total track usage | 0.175 |
| Synth Area in Simple Gates | 0.142 |
| Fin area | 123000 um2 |
| Post-synthesis area per instance | about 9.4 um2 |
| Commonest Layout Cell | inv_1 |
| Io pins | a little under 200 |
| Chip area | around 380000 um2 |
| Synth mux share | 0 |
| Initial antenna violation count | 57 |
| R2R cell count | 50 |
| Die Ht | 617 um |
| HP Class | register to register |
| Slowest cell on crit path | clkdlybuf4s50_1 |
| Post-CTS Setup Bufs | 0 |
| Dominant flop cell | dfrtp_1 |
| Clk ins delay skew pair | approximately 600 ps |
| Port Buf Inserts | 193 |
| Final clock skew | between 30 and 40 ps |
| Distinct cell type count after synthesis | 63 |
| Setup slack, reg-to-reg | between 3000 and 4000 ps |
| DP HPWL | 252000 um |
| Slew @ Worst Pin | ~910 ps |
| Post-synth EDFFs | 0 |
| Buffers and inverters on the worst path | 9 |
| Adders+Majority by Area | 0.641 |
| Post-synthesis instance total | 12100 |
| DR DRC count | 0 |
| Worst-path clk slew | 80 ps |
| Tool Warnings | around 40 |
| Synth-to-Final Area Change | 8.00% |
| CTS tree | done |
| M1 WL | between 100000 and 150000 um |
| Global-route wire length before repair | 489000 um |
| Startpoint class of the critical path | input pin |
| Status | completed |
| Fraction of the cycle the final worst path needs | 0.941 |
| Core ar. | 376000 um2 |
| Crit path launch | b0_2[8] |
| RSZ-0062 raised after global routing | false |
| CP Capture Point | stage2.s1[31] |
| Num Clock Sinks | 160 |
| Setup violations, final | 0 |
| Aoi share | 0.0220 |
| Reg-to-Reg Start | stage1.y_out[7] |
| Most common cell on crit path | fa_1 |
| XOR/XNOR share of the synthesized area | 0.0285 |
| Wire length on met2 | about 140000 um |
| Root Buffer | clkbuf_16 |
| Crit Path Category | input pin to register |
| Filler Cell Count | 38700 |
| Grt total ovfl | 0 |
| Highest Signal Layer | met5 |
| Flop area | 4020 um2 |
| Synthesized flop and latch total | 160 |
| Layout cells sized above 1 | 0.0305 |
| Yosys chip area | 113000 um2 |
| Fin. Hold Viols | 0 |
| Non-filler cells, final | around 17000 |
| WHS | 620 ps |
| Final core utilization | 0.326 |
| H-tree levels | 4 |
| Setup crit end kind | register |
| Worst path depth | 48 |
| Top logic family | adder cells |
| Area of the multi-input gates | 95000 um2 |
| Fmax | 57.8 MHz |
| TNS Setup | 0 ps |
| Pins over their slew limit | 0 |
| CTS hold repair buffers | 0 |
| Worst EP required | 18860 ps |
| Post-DR wirelength/cell | 17.5 um |
| Yosys cell count | around 12000 |
| Max Cap Viol | 0 |
| Via/cell ratio | 4.42 |
| CP max FO | 16 |
| Max Buffers Root-to-Sink | 3 |
| GP Congestion | 0.918 |
| DR iter-0 viols | roughly 2500 |
| Reg2reg end | stage2.s1[31] |
| Family with the most delay on the worst path | adder cells |
| Post-CTS sizing | 0 |
| Initial Util | 0.302 |
| Synth Cell Area | 113000 um2 |
| Worst slew margin | 0.389 |
| Final wirelength | 298000 um |
| Tmin final | 17310 ps |
| CP arrival | 17770 ps |
| Register area share after synthesis | 0.0353 |
| Met3 routed WL | 34700 um |
| Vias in the first global route | between 80000 and 90000 |
| Fraction of registers with async set/reset | 1.00 |
| # rows | around 230 |
| Largest net degree at the start of global routing | 65 |
| Initial DRT Pass Iterations | 8 |
| Die width | 617 um |
| Placed Area | 122000 um2 |
[registers in the layout, summed over array words and instances, names as in the netlist]
signal        flops
stage1.s1        32
stage2.y_out     16
stage2.s1        32
stage2.s2        32
stage1.s2        32
stage1.y_out     16
[layer usage]
metal	vias to the layer above	GRT usage
met3	362	0.0874
met5	-	0.00126
met4	54	0.0273
met2	2534	0.281
li1	33800	-
met1	38800	0.222
[metrics by stage]
stage | worst slack [ps]
global placement | 553
floorplan | 2190
finish | 1090
global route | 359
CTS | 1110
detailed placement | 509
[logic make-up (layout without fill, tap and decap cells)]
logic type,Yosys count,in the layout
adders and majority gates,3946,3946
AOI/OAI and AO/OA,385,385
xor gates and xnor gates,351,351
DFF,160,160
and+or+nand+nor,3327,3327
buffers and inverters,3956,3903
other,0,12
[synthesized netlist by cell type (all sizes together) (2+ instances only)]
cell type | count | area (um2)
a2111oi | 4 | 37.5
a211o | 5 | 43.8
a211oi | 16 | 120
a21boi | 9 | 67.6
a21o | 53 | 398
a21oi | 123 | 619
a221o | 4 | 40.0
a31o | 2 | 17.5
a31oi | 13 | 81.3
a41o | 2 | 20.0
and2 | 1344 | 8410
and3 | 10 | 62.6
buf | 4 | 16.3
clkbuf | 526 | 1970
clkinv | 5 | 18.8
dfrtp | 160 | 4000
fa | 3112 | 62300
ha | 834 | 10400
inv | 3421 | 12800
nand2 | 1646 | 6180
nand2b | 47 | 294
nand3 | 14 | 70.1
nand3b | 2 | 15.0
nand4 | 7 | 43.8
nor2 | 200 | 751
nor2b | 11 | 68.8
nor3 | 13 | 65.1
nor4 | 6 | 37.5
o2111ai | 2 | 17.5
o211ai | 10 | 80.1
o21a | 27 | 204
o21ai | 59 | 295
o21bai | 31 | 233
o311a | 3 | 30.0
o31a | 5 | 43.8
o31ai | 8 | 65.1
or2 | 11 | 68.8
or3 | 10 | 62.6
or4 | 4 | 30.0
xnor2 | 285 | 2500
xnor3 | 12 | 270
xor2 | 54 | 473
[how the worst min path moves through the flow]
stage / start / to / slack, ps / cells after the start
finish: stage2.s2[0] / stage2.s1[0] / 620 / 2
CTS: stage2.s2[0] / stage2.s1[0] / 630 / 2
global route: stage2.s2[0] / stage2.s1[0] / 650 / 2
[worst min-delay path, stage by stage, from the launching register on]
cell and delay [ps]:
dfrtp_1 330, ha_1 130, ha_1 120
[area by class of cell]
type | instances | area share
Multi-Input combinational cell | 8009 | 0.775
Inverter | 3426 | 0.105
Tap cell | 4994 | 0.0510
Sequential cell | 160 | 0.0328
Timing Repair Buffer | 444 | 0.0305
Clock buffer | 28 | 0.00528
Clock inverter | 5 | 0.000459
Antenna cell | 12 | 0.000245
