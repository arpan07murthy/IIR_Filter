### ./config.mk
export PLATFORM = sky130hd
export DESIGN_NAME = iir_cascaded_serial
export DESIGN_NICKNAME = iir_cascaded_serial
export VERILOG_FILES = /design/flow/design.v
export SDC_FILE = /design/flow/constraint.sdc
export NUM_CORES = 4
export LEC_CHECK = 1
export CORE_UTILIZATION = 40
### ./run.sh
#!/bin/bash
# OpenROAD 26Q1-2900-gdf79404cd8, Yosys 0.63+post, stock flow scripts
make -C /OpenROAD-flow-scripts/flow DESIGN_CONFIG=/design/flow/config.mk WORK_HOME=/design/flow/orfs finish
### ./design.v
module biquad_iir_df2t #(
    parameter DATA_WIDTH = 16,
    parameter COEFF_WIDTH = 16
) (
    input  wire                         clk,
    input  wire                         rst,
    input  wire signed [DATA_WIDTH-1:0] x_in,
    input  wire signed [COEFF_WIDTH-1:0] b0,
    input  wire signed [COEFF_WIDTH-1:0] b1,
    input  wire signed [COEFF_WIDTH-1:0] b2,
    input  wire signed [COEFF_WIDTH-1:0] a1,
    input  wire signed [COEFF_WIDTH-1:0] a2,
    output reg  signed [DATA_WIDTH-1:0] y_out
);
    reg signed [DATA_WIDTH+COEFF_WIDTH-1:0] s1, s2;
    reg signed [DATA_WIDTH+COEFF_WIDTH-1:0] y_temp;
    always @(posedge clk or posedge rst) begin
        if (rst) begin
            s1 <= 0;
            s2 <= 0;
            y_out <= 0;
        end else begin
            y_temp = (b0 * x_in) + s1;
            y_out <= y_temp >>> COEFF_WIDTH;  
            s1 <= (b1 * x_in) - (a1 * y_temp) + s2;
            s2 <= (b2 * x_in) - (a2 * y_temp);
        end
    end
endmodule
module iir_cascaded_serial #(
    parameter DATA_WIDTH = 16,
    parameter COEFF_WIDTH = 16
) (
    input  wire                         clk,
    input  wire                         rst,
    input  wire signed [DATA_WIDTH-1:0] x_in,
    input  wire signed [COEFF_WIDTH-1:0] b0_1,
    input  wire signed [COEFF_WIDTH-1:0] b1_1,
    input  wire signed [COEFF_WIDTH-1:0] b2_1,
    input  wire signed [COEFF_WIDTH-1:0] a1_1,
    input  wire signed [COEFF_WIDTH-1:0] a2_1,
    input  wire signed [COEFF_WIDTH-1:0] b0_2,
    input  wire signed [COEFF_WIDTH-1:0] b1_2,
    input  wire signed [COEFF_WIDTH-1:0] b2_2,
    input  wire signed [COEFF_WIDTH-1:0] a1_2,
    input  wire signed [COEFF_WIDTH-1:0] a2_2,
    output wire signed [DATA_WIDTH-1:0] y_out
);
    wire signed [DATA_WIDTH-1:0] stage1_out;
    biquad_iir_df2t #(
        .DATA_WIDTH(DATA_WIDTH),
        .COEFF_WIDTH(COEFF_WIDTH)
    ) biquad1 (
        .clk(clk),
        .rst(rst),
        .x_in(x_in),
        .b0(b0_1),
        .b1(b1_1),
        .b2(b2_1),
        .a1(a1_1),
        .a2(a2_1),
        .y_out(stage1_out)
    );
    biquad_iir_df2t #(
        .DATA_WIDTH(DATA_WIDTH),
        .COEFF_WIDTH(COEFF_WIDTH)
    ) biquad2 (
        .clk(clk),
        .rst(rst),
        .x_in(stage1_out),
        .b0(b0_2),
        .b1(b1_2),
        .b2(b2_2),
        .a1(a1_2),
        .a2(a2_2),
        .y_out(y_out)
    );
endmodule
### ./constraint.sdc
current_design iir_cascaded_serial

set clk_period 30.7
set clk_io_pct 0.2

create_clock -name clk0 -period $clk_period [get_ports {clk}]

set non_clock_inputs [all_inputs -no_clocks]
set_input_delay [expr $clk_period * $clk_io_pct] -clock clk0 $non_clock_inputs
set_output_delay [expr $clk_period * $clk_io_pct] -clock clk0 [all_outputs]
==> flow_summary.yaml <==
# implementation run metrics
job:
  warning_count: 39
  timing.max_cap.violations: 0
clock_network:
  postCtsSetupRepairBufs: 0
  cts.path.max_buffers: 3
  clkLatencyLatePin_ns: 0.62
  root_buffer: "clkbuf_16"
  cts.clk_slew.worst_paths_ns: 0.08
  cts_sinks: 160
  cts_buffers: 21
  cts_tree: "yes"
  htree_num_levels: 4
  cts_resized: 0
  cts_hold_repair.buffers: 0
critical_path:
  crit_buf_inv: 8
  required_ns: 31.19
  cpMostUsedCell: "fa_1"
  arrival_ns: 20.21
  crit_type: "in -> reg"
  critPathLaunchType: "primary input"
  critPathCaptureType: "flop"
  worst_path_max_delay_cell: "clkdlybuf4s50_1"
  max_stage_delay_ns: 0.75
  crit_fanout: 16
  critPathTopFamily: "adder cells"
grt:
  grt_pass1_wl_um: 490000
  first_global_vias: 85900
  overflow: 0
  grt_usage_pct: 24.0
  grt_max_degree: 49
  antenna_found_initial: 34
final_timing:
  clock.fmax_mhz: 50.7
  worstMarginPinSlew_ns: 0.995
  post-route-period-util_pct: 64.2
  fin_tns_setup_ns: 0
  fin_crit_ns: 19.72
  slew_viol_final: 0
  setup-violations-final: 0
  skew_ns: 0.0452
  rsz0062_at_grt: "false"
  max_slew_margin_pct: 31.9
  hold_violations: 0
floorplan:
  die_x_um: 535
  rows: 195
  num_io_pins: 194
  die_y_um: 535
  core_util_floorplan_pct: 40.2
  coreArea_um2: 282000
  die-area_um2: 286000
logic_synthesis:
  postSynthSeqShare_pct: 3.53
  synth_area_um2: 113000
  ff_type: "dfrtp_1"
  edf_count: 0
  ys_warn_count: 1
  top_cell_area_share_pct: 54.9
  top_cells_by_area: "fa_1, inv_1, ha_1, and2_1, nand2_1"
  yosys.area.top_type: "fa_1"
  ys_area_um2: 113000
  syn_inst: 12100
  synth_flops: 160
  yosys_cells: 12100
  async_reset_ff_share_pct: 100
  ys_types: 63
  avgSynthCellArea_um2: 9.36
finish:
  mostFrequentLayoutCells: "inv_1, fa_1, nand2_1"
  fin_util_pct: 42.8
  area_growth_pct: 6.52
  stdcell_count: 15800
  final_common_cell: "inv_1"
  drive_above_1_share_pct: 2.92
  n_fill_cell: 27500
worst_hold_path:
  min_path_type: "reg -> reg"
drt:
  drt_wl_total_um: 298000
  avgViaCountPerCell: 4.80
  ant_nets: 0
  drt-pass1-iter-count: 7
  route.detailed.drc: 0
  drtIter0Drc: 2721
  vias: 75900
  wl_per_cell_um: 18.9
placed_design:
  place_congestion: 0.926
  dp.cells: 15800
  port-buffer-count: 193
  dp_hpwl_um: 243000
run_status:
  status: "finished clean"
## sequential cells by signal (all words and copies together) (netlist names)
name	cells
biquad2.s1	32
biquad1.y_out	16
biquad1.s2	32
biquad1.s1	32
biquad2.y_out	16
biquad2.s2	32
## final timing paths
check	cells after the start	slack (ns)	endpoint	startpoint
worst max-delay path	50	10.98	biquad1.s1[31]	b0_1[10]
worst min-delay path	2	0.62	biquad1.s1[0]	biquad1.s2[0]
worst max register to register	49	16.42	biquad2.s1[31]	biquad1.y_out[2]
worst min register to register	2	0.62	biquad1.s1[0]	biquad1.s2[0]
max in group asynchronous	3	23.64	biquad2.y_out[0]	rst
min in group asynchronous	2	5.99	biquad1.y_out[9]	rst
## layout make-up
| class | count | area (um^2) | area share (%) |
|---|---|---|---|
| Timing Repair Buffer | 427 | 3610 | 2.99 |
| Clock buffer | 26 | 554 | 0.458 |
| Antenna cell | 10 | 25.0 | 0.0207 |
| Multi-Input combinational cell | 8009 | 95000 | 78.6 |
| Sequential cell | 160 | 4020 | 3.33 |
| Tap cell | 3743 | 4680 | 3.87 |
| Clock inverter | 7 | 163 | 0.135 |
| Inverter | 3426 | 12900 | 10.6 |
## per-layer routing
layer  global-route usage, %  wire length, um  up-vias
met2                    39.3           150000     2423
li1                        -                -    33800
met5                   0.250              308        -
met4                    5.27             8720       38
met3                    9.74            28900      390
met1                    30.9           110000    39300
## worst reg2reg max path, delay by kind of cell, from the launching register on
family          cells  cell delay [ns]
compound gates      7             2.05
fa+ha+maj          15             6.79
buf+inv             9             1.16
flops               1             0.70
simple gates        3             0.43
xor+xnor           15             3.02
## per-stage QoR
stage	hold WS (ns)	setup WS [ns]	area, um^2
finish	0.624	10.98	121000
global placement	0.610	10.24	120000
CTS	0.632	10.91	121000
floorplan	0.579	12.03	113000
detailed placement	0.604	10.31	120000
global route	0.688	10.09	121000
## Yosys cell counts, types with 8 or more instances
cell,n
clkbuf_1,526
or2_2,9
xor2_1,54
o21bai_1,31
ha_1,834
o21ai_0,53
a21o_1,53
nor2b_1,11
fa_1,3112
o211ai_1,9
inv_1,3421
xnor2_1,285
a31oi_1,13
dfrtp_1,160
and2_1,1344
xnor3_1,12
nand2_1,1646
or3_1,10
o21a_1,26
nor3_1,13
a21boi_0,8
nor2_1,200
nand2b_1,47
a21oi_1,122
nand3_1,14
and3_1,10
a211oi_1,16
## logic make-up after synthesis
kind of cell,share of synthesized area (%)
compound gates,2.20
xor+xnor,2.85
buf+inv,13.1
flops,3.53
fa+ha+maj,64.1
simple gates,14.2
