`design.v`:
```
module parallel_biquads #(
    parameter DATA_WIDTH=16,
    parameter COEFF_WIDTH=16
) (
    input wire clk,
    input wire rst,
    input signed [DATA_WIDTH-1:0] x_in,
    output reg signed [DATA_WIDTH-1:0] y_out,
    input signed [COEFF_WIDTH-1:0] b0_1, b1_1, b2_1, a1_1, a2_1,
    input signed [COEFF_WIDTH-1:0] b0_2, b1_2, b2_2, a1_2, a2_2
);
wire signed [DATA_WIDTH-1:0] y1, y2;
biquad_iir_df2t #(
    .DATA_WIDTH(DATA_WIDTH),
    .COEFF_WIDTH(COEFF_WIDTH)
) biquad1 (
    .clk(clk), .rst(rst), .x_in(x_in),
    .b0(b0_1), .b1(b1_1), .b2(b2_1), .a1(a1_1), .a2(a2_1),
    .y_out(y1)
);
biquad_iir_df2t #(
    .DATA_WIDTH(DATA_WIDTH),
    .COEFF_WIDTH(COEFF_WIDTH)
) biquad2 (
    .clk(clk), .rst(rst), .x_in(x_in),
    .b0(b0_2), .b1(b1_2), .b2(b2_2), .a1(a1_2), .a2(a2_2),
    .y_out(y2)
);
always @(posedge clk or posedge rst) begin
    if (rst)
        y_out <= 0;
    else
        y_out <= y1 + y2;
end
endmodule
module biquad_iir_df2t #(
    parameter DATA_WIDTH = 16,
    parameter COEFF_WIDTH = 16
) (
    input  wire                         clk,
    input  wire                         rst,
    input  wire signed [DATA_WIDTH-1:0] x_in,
    input  wire signed [COEFF_WIDTH-1:0] b0,
    input  wire signed [COEFF_WIDTH-1:0] b1,
    input  wire signed [COEFF_WIDTH-1:0] b2,
    input  wire signed [COEFF_WIDTH-1:0] a1,
    input  wire signed [COEFF_WIDTH-1:0] a2,
    output reg  signed [DATA_WIDTH-1:0] y_out
);
    reg signed [DATA_WIDTH+COEFF_WIDTH-1:0] s1, s2;
    reg signed [DATA_WIDTH+COEFF_WIDTH-1:0] y_temp;
    always @(posedge clk or posedge rst) begin
        if (rst) begin
            s1 <= 0;
            s2 <= 0;
            y_out <= 0;
        end else begin
            y_temp = (b0 * x_in) + s1;
            y_out <= y_temp >>> COEFF_WIDTH;  
            s1 <= (b1 * x_in) - (a1 * y_temp) + s2;
            s2 <= (b2 * x_in) - (a2 * y_temp);
        end
    end
endmodule
```
`run.sh`:
```
#!/bin/bash
# OpenROAD 26Q1-2900-gdf79404cd8, Yosys 0.63+post, stock flow scripts
make -C /OpenROAD-flow-scripts/flow DESIGN_CONFIG=/design/flow/config.mk WORK_HOME=/design/flow/orfs finish
```
`config.mk`:
```
export PLATFORM = sky130hd
export DESIGN_NAME = parallel_biquads
export DESIGN_NICKNAME = parallel_biquads
export VERILOG_FILES = /design/flow/design.v
export SDC_FILE = /design/flow/constraint.sdc
export NUM_CORES = 4
export LEC_CHECK = 1
export CORE_UTILIZATION = 40
```
`constraint.sdc`:
```
current_design parallel_biquads

set clk_period 28.1
set clk_io_pct 0.2

create_clock -name clk0 -period $clk_period [get_ports {clk}]

set non_clock_inputs [all_inputs -no_clocks]
set_input_delay [expr $clk_period * $clk_io_pct] -clock clk0 $non_clock_inputs
set_output_delay [expr $clk_period * $clk_io_pct] -clock clk0 [all_outputs]
```
==> ci_impl_report.md <==
### Yosys + OpenROAD results

| Metric | Value |
|---|---|
| Ports | `194` |
| Final Cell Area | `0.122 mm²` |
| DIE AREA | `0.288 mm²` |
| Root buffer cell | `clkbuf_16` |
| Layout cells sized above 1 | `2.87%` |
| CP most frequent cell | `fa_1` |
| Post-synth mux share | `0%` |
| Non-filler cells, final | `15,900` |
| CORE AREA | `0.283 mm²` |
| Global route overflow | `0` |
| Post-route ant nets | `0` |
| Via-to-Cell Ratio | `4.81` |
| WS Path Type | `in2reg` |
| Vias in the first global route | `85,800` |
| Placer Congestion | `0.929` |
| Met3 Resource Use GR | `9.86%` |
| Site row count | `195` |
| Core Density at Floorplan | `40.3%` |
| First-pass GRT wire length | `490 mm` |
| Critical path startpoint category | `input port` |
| Final Skew | `18.6 ps` |
| Cells after DPL | `15,800` |
| Log Warnings | `39` |
| Fin. Hold Viols | `0` |
| Place WS | `7780 ps` |
| Pre-Repair DR Iteration Count | `8` |
| Met2 GRT Util | `35.4%` |
| Gate Count Post-Synth | `12,200` |
| Adder share | `63.8%` |
| And+or+nand+nor area frac | `14.5%` |
| Hold Path Class | `reg2reg` |
| Yosys warnings | `2` |
| Fmax | `50.5 MHz` |
| AND-OR/OR-AND Cells, Area Fraction | `1.95%` |
| DRT Wirelength | `296 mm` |
| Top_reg_cell synth | `dfrtp_1` |
| Overall Global Routing Usage | `23.9%` |
| Clock latency (worst-skew pair) | `550 ps` |
| CTS Sinks | `176` |
| CP peak stage delay | `750 ps` |
| Placed inst area | `0.121 mm²` |
| Post-Route Setup TNS | `0 ps` |
| Cts repair resizes | `0` |
| FF+latch count, synth | `176` |
| Die width | `537 µm` |
| Status | `completed` |
| Final worst slack | `8280 ps` |
| Htree depth | `4` |
| Tcrit/Tclk final | `70.5%` |
| Max_slew headroom | `38.9%` |
| RSZ-0062 raised after global routing | `no` |
| Synth Area per Inst | `9.37 µm²` |
| Worst path slowest cell | `a211oi_1` |
| CTS tree | `done` |
| Finish-stage setup viols | `0` |
| CTS Buf Count | `17` |
| Initial antenna violation count | `22` |
| Clock Path Buffers | `2` |
| Crit path DAT | `20,240 ps` |
| Tmin final | `19,820 ps` |
| DRT iter0 DRCs | `2,816` |
| Top logic family | `adder cells` |
| Clock transition at path regs | `90 ps` |
| Crit. End Element | `flip-flop` |
| Register share after synthesis | `3.85%` |
| Vias post-DR | `76,400` |
| Post-DP HPWL | `242 mm` |
| Slew Limit Fails | `0` |
| Area grow syn2layout | `6.38%` |
| Post-synth EDFFs | `0` |
| Unique cell types | `69` |
| Crit path max-delay family | `adder cells` |
| Worst-Margin Slew | `911 ps` |
| Crit-path max FO | `48` |
| Count of input and output buffers | `193` |
| Hold_buf cts | `0` |
| Yosys stat area | `0.114 mm²` |
| Routed len/inst | `18.6 µm` |
| CP Data Required Time | `28,530 ps` |
| Layout fillers | `27,500` |
| Met1 Use GR | `35.0%` |
| Max-Cap Viols | `0` |
| Worst Path Buf+Inv | `12` |
| Mapped Area | `0.114 mm²` |
| Post-synth ARST share | `100%` |
| Most used routing layer in global routing | `met2` |
| Worst hold slack | `609 ps` |
| Largest net degree at the start of global routing | `67` |
| Chip Height | `537 µm` |
| Yosys cell count | `12,200` |
| # DRC | `0` |
| Post-CTS setup buffers | `0` |
| XOR/XNOR Area Share | `2.96%` |
worst paths after layout:
| check | from | endpoint | slack, ps | cells after the start |
|---|---|---|---|---|
| max | x_in[3] | biquad2.s1[31]$_DFF_PP0_ | 8280 | 54 |
| min | biquad1.y_out[0]$_DFF_PP0_ | y_out[0]$_DFF_PP0_ | 610 | 1 |
| max reg2reg | biquad2.s1[3]$_DFF_PP0_ | biquad2.s1[31]$_DFF_PP0_ | 14900 | 50 |
| min reg2reg | biquad1.y_out[0]$_DFF_PP0_ | y_out[0]$_DFF_PP0_ | 610 | 1 |
| max in group asynchronous | rst | biquad1.s2[5]$_DFF_PP0_ | 20910 | 4 |
| min in group asynchronous | rst | y_out[1]$_DFF_PP0_ | 5510 | 2 |
state kept, by name, indices dropped and copies added, names as in the netlist:
register	flops
biquad1.s1	32
biquad1.s2	32
biquad2.s1	32
biquad2.s2	32
biquad1.y_out	16
biquad2.y_out	16
y_out	16
cells in the mapped netlist (4+ instances only):
cell type | instances | area (µm²)
o211ai_1 | 13 | 97.6
nand2_1 | 1692 | 6350
a21o_1 | 30 | 225
xnor2_1 | 298 | 2610
nor2_1 | 215 | 807
xnor3_1 | 10 | 225
fa_1 | 3113 | 62300
o2111ai_1 | 4 | 35.0
a211oi_1 | 12 | 90.1
o21ai_1 | 12 | 60.1
and2_1 | 1319 | 8250
o41a_1 | 4 | 45.0
or2_2 | 9 | 56.3
xor2_1 | 61 | 534
a31oi_1 | 14 | 87.6
inv_1 | 3393 | 12700
a41oi_1 | 4 | 35.0
and3_1 | 11 | 68.8
a21oi_1 | 103 | 515
nand2b_1 | 43 | 269
nor3_1 | 44 | 220
o21bai_1 | 32 | 240
o31a_1 | 5 | 43.8
o21a_1 | 18 | 135
ha_1 | 849 | 10600
or3_1 | 17 | 106
clkbuf_1 | 540 | 2030
nor4_1 | 4 | 25.0
a2111oi_0 | 4 | 35.0
nor2b_1 | 20 | 125
nand3_1 | 33 | 165
o21ai_0 | 42 | 210
dfrtp_1 | 176 | 4400
o31ai_1 | 7 | 52.6
area by class of cell:
type,instances,area (µm²),area share (%)
clock buffer,18,429,0.353
tap,3743,4680,3.85
inverter,3396,12800,10.5
clock inverter,14,166,0.137
timing repair buffer,432,3680,3.03
antenna,12,30.0,0.0247
multi-input combinational,8086,95400,78.5
sequential,176,4400,3.62
per-layer routing:
| layer | part of all wire (%) | vias to the layer above |
|---|---|---|
| li1 | - | 34100 |
| met1 | 41 | 39000 |
| met2 | 46 | 3010 |
| met3 | 10 | 292 |
| met4 | 2.4 | 4 |
| met5 | 0.0084 | - |
worst register-to-register path, delay by kind of cell (launching register included):
kind,cells,cell delay [ps]
simple gates,1,180
flops,1,380
buf+inv,9,620
compound gates,9,2660
xor+xnor,16,2900
fa+ha+maj,15,6320
through the flow:
stage | utilization [%]
finish | 42.9
global route | 42.9
CTS | 42.9
detailed placement | 42.7
global placement | 42.7
floorplan | -
logic make-up (layout without fill, tap and decap cells):
kind of cell               after synthesis  in the layout
other                                    0             12
and+or+nand+nor                       3417           3417
buffers and inverters                 3939           3860
adders and majority gates             3962           3962
AOI/OAI and AO/OA                      337            337
DFF                                    176            176
xor gates and xnor gates               370            370
cell usage in the layout (no fill, tap or decap), drive strengths merged, types with 44 or more instances in the layout:
cell type / synthesis / layout
a21oi: 103 / 103
and2: 1319 / 1319
buf: 3 / 255
clkdlybuf4s50: 0 / 177
dfrtp: 176 / 176
fa: 3113 / 3113
ha: 849 / 849
inv: 3394 / 3401
nand2: 1692 / 1692
nor2: 216 / 216
nor3: 44 / 44
o21ai: 54 / 54
xnor2: 299 / 299
xor2: 61 / 61
